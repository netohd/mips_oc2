### config.mk
export PLATFORM = sky130hd
export DESIGN_NAME = ID
export DESIGN_NICKNAME = ID
export VERILOG_FILES = /design/flow/design.v
export SDC_FILE = /design/flow/constraint.sdc
export NUM_CORES = 4
export LEC_CHECK = 1
export CORE_UTILIZATION = 30
### constraint.sdc
current_design ID

set clk_period 7.9
set clk_io_pct 0.2

create_clock -name clk0 -period $clk_period [get_ports {clk}]

set non_clock_inputs [all_inputs -no_clocks]
set_input_delay [expr $clk_period * $clk_io_pct] -clock clk0 $non_clock_inputs
set_output_delay [expr $clk_period * $clk_io_pct] -clock clk0 [all_outputs]
### design.v
module ExtensorSinal(entrada16b,saida32b);
    input wire [15:0] entrada16b;
    output wire [31:0] saida32b;
    assign saida32b = {{16{entrada16b[15]}},entrada16b}; 
endmodule
module ID(clk, reset, hazard, instr_IF_ID, newPC_IF_ID, regWrite, writeReg_MEM_WB, writeData_MEM_WB, 
                controlBitsOut, npCount, rdata1Out, rdata2Out, extendOut_S, instrOut2, instrOut1, opCode, rsOut, rtOut, controlBits);  
  input clk, reset;
  input [31:0] instr_IF_ID, newPC_IF_ID, writeData_MEM_WB;
  input [4:0] writeReg_MEM_WB;
  input regWrite, hazard;
  output [8:0] controlBitsOut;
  output [31:0] npCount, rdata1Out, rdata2Out, extendOut_S;
  output [4:0] instrOut2, instrOut1;
  output [5:0] opCode;
  output wire [4:0] rsOut, rtOut;
  wire [4:0] rs, rt;
  wire [15:0] imediato;
  wire [4:0] instr_2, instr_1;
  wire [31:0] read1, read2, sinalEx;
  output wire [8:0] controlBits;
  assign opCode = instr_IF_ID[31:26];
  assign rs = instr_IF_ID[25:21];
  assign rt = instr_IF_ID[20:16];
  assign imediato = instr_IF_ID[15:0];
  assign instr_2 = instr_IF_ID[20:16];
  assign instr_1 = instr_IF_ID[15:11];
  control control1 (opCode, hazard, controlBits);
  bancoReg reg1 (clk, rs, rt, regWrite, writeReg_MEM_WB, writeData_MEM_WB, read1, read2);
  ExtensorSinal sinal_EX (imediato, sinalEx);
  ID_EX id_ex_pipeline (clk, reset, controlBits, newPC_IF_ID, read1, read2, sinalEx, instr_2, instr_1,rs,rt,  
                        controlBitsOut, npCount, rdata1Out, rdata2Out, extendOut_S, instrOut2, instrOut1, rsOut, rtOut);  
endmodule
module ID_EX(clk, reset, controlBits, newPC, read1, read2, extensor, instr2, instr1, rs, rt, saidaControlBits, 
			saidaNewPC, saidaRead1, saidaRead2, saidaExtensor, saidaInstr2, saidaInstr1, rsOut, rtOut);
  input clk, reset;
  input [8:0] controlBits;
  input [31:0] read1, read2, extensor, newPC;
  input [4:0] instr2, instr1;
  input [4:0]rs, rt;
  output reg [8:0] saidaControlBits;
  output reg [31:0] saidaNewPC, saidaRead1, saidaRead2, saidaExtensor;
  output reg [4:0] saidaInstr2, saidaInstr1;
  output reg [4:0]rsOut, rtOut;
  always @(posedge clk) begin
    if (reset) begin
      saidaControlBits <= 0;
      saidaNewPC <= 0;
      saidaInstr2 <= 0;
      saidaInstr1 <= 0;
      saidaRead1 <= 0;
      saidaRead2 <= 0;
      saidaExtensor <= 0;
      rsOut <= 0;
      rtOut <= 0;
    end
    else begin
      saidaControlBits <= controlBits;
      saidaNewPC <= newPC;
      saidaInstr2 <= instr2;
      saidaInstr1 <= instr1;
      saidaRead1 <= read1;
      saidaRead2 <= read2;
      saidaExtensor <= extensor;
      rsOut <= rs;
      rtOut <= rt;
    end
  end
endmodule
module bancoReg (clk, regRead1, regRead2, regW, regWrite, dataWrite, dataRead1, dataRead2);
    input regW;
    input [4:0] regRead1;
    input [4:0] regRead2;
    input [4:0] regWrite;
    input [31:0] dataWrite;
    input clk;
    output [31:0] dataRead1;
    output [31:0] dataRead2;
    reg [31:0] regsMem [31:0];
    reg [10:0]i;
    initial begin
        for (i = 0; i < 32; i = i + 1) begin
				regsMem[i] = 32'b000000000000000000000000000000;
		end
    end
    always @(posedge clk) begin
		  if(regW)
            regsMem[regWrite] <= dataWrite;
    end
        assign dataRead1 = regsMem[regRead1];
        assign dataRead2 = regsMem[regRead2];
endmodule
module control (instr, hazard, controlBits);
    input wire [5:0] instr;
    input wire hazard;
    output reg [8:0] controlBits;
    always @(*)
        if(hazard)
            controlBits <= 9'b000000000;
        else 
        case(instr)
            6'b000000       : controlBits <= 9'b110000010;
            6'b100011       : controlBits <= 9'b000101011;
            6'b101011       : controlBits <= 9'b000100100;
            6'b000100       : controlBits <= 9'b001010000;
            default         : controlBits <= 9'b000000000;
        endcase
endmodule
### run.sh
#!/bin/bash
# OpenROAD 26Q1-2900-gdf79404cd8, Yosys 0.63+post, stock flow scripts
make -C /OpenROAD-flow-scripts/flow DESIGN_CONFIG=/design/flow/config.mk WORK_HOME=/design/flow/orfs finish
==> metrics.cfg <==
[clock_tree]
ctsResizeCount = 0
path_clk_slew_ns = 0.06
h-tree-depth = 4
clockBufferDepth = 3
cts_buffers = 130
root_buffer = clkbuf_16
insertion_delay_ns = 0.78
cts_setup_buffers = 0
hold_buffers = 0
cts_tree = yes
cts.sinks = 1152

[power_and_ir_drop]
power-per-cell-area_nw_per_um2 = 228
ir_worst_vdd_uv = 181
p_leak_uw = 0.0205

[setup_path]
crit_fanout = 6
reg2reg_from = reg1.regsMem[17][23]$_DFFE_PP_
rr_worst_depth = 4
crit_required_ns = 6.32
rrSetupSlack_ns = 6.28
critical_path_class = primary input to output pin
cp-startpoint = instr_IF_ID[29]
arrival_ns = 3.65
endpoint_kind = output pin
setup.worst_path.end = controlBits[8]
r2r-end = id_ex_pipeline.saidaRead1[23]$_SDFF_PP0_
start_kind = primary input

[layout]
final_common_cell = edfxtp_1
syn_to_final_growth_pct = 19.1
utilization = 0.360
drive_gt1_frac = 0.173
finish.instance_area_um2 = 60300
layout_top_cells = edfxtp_1 (1024), mux2i_1 (632), clkdlybuf4s50_1 (271)
n_fill_cell = 15500

[grt]
grt_pass1_vias = 32500
track_usage = 0.203
antenna_found_initial = 6
grt_max_degree = 87
grt_first_pass_wirelength_um = 230000
gr-total-overflow = 0

[flow_run]
drv_cap = 0
warning_count = 26

[floorplan]
num_rows = 150
core_area_um2 = 167000
die_y_um = 413
die_area_um2 = 171000
die_width_um = 413
fp_util = 0.303
io_pins = 277

[sta]
fmax_ghz = 0.191
finalSetupTns_ns = 0
worstMarginPinSlew_ns = 1.01
hold_viol_final = 0
timing.final.crit_share = 0.662
slew_viol_final = 0
min_period_ns = 5.23
relSlewSlack = 0.325
setup_viol = 0
rsz0062_at_grt = false
final.setup_skew_ns = 0.0303

[synthesis]
ys_seq_frac = 0.658
synth.avg_cell_area_um2 = 16.7
ys.flops = 1152
ys_types = 39
ys_area_um2 = 50700
ys_warn_count = 3
syn_inst = 3041
synth_top_cell_by_area = edfxtp_1
top_area_frac = 0.607
netlist_area_um2 = 50700
topCellsByArea = edfxtp_1 (61%), mux2i_1 (12%), mux4_2 (8.7%)
ys_cells = 3041

[routing]
drc = 0
via_per_inst = 5.40
num_antenna_cells = 0
first_iter_violations = 1796
drtPass1Iterations = 5
vias = 30400
wl_um = 163000
antenna_left = 0
avgRoutedWirePerCell_um = 29.0

[worst_hold_path]
hold_path.startpoint = reg1.regsMem[26][16]$_DFFE_PP_
hold_path.class = register to register

[outcome]
status = finished, final reports clean

[placement]
placed_cell_area_um2 = 56200
gp_congestion = 0.875
port_buffers = 276
dpl.hpwl_um = 98500

[worst max-delay path: stages]
cell and delay, ns:
clkdlybuf4s50_1 0.50, or4_1 0.56, nor3_1 0.23, nand2b_1 0.14, inv_1 0.15, clkdlybuf4s50_1 0.48
[Yosys cell counts, drive strengths merged]
cell        n
edfxtp   1024
mux2i     632
a22oi     252
mux4      196
buf       180
dfxtp     128
nor2      103
clkbuf     94
nand3      67
a221oi     64
a21oi      63
nor2b      63
o22ai      63
nor4       62
nand3b      7
nor4bb      5
nand2b      4
nor3        4
nor4b       4
or3b        4
and2        3
and4b       3
inv         3
or3         3
o2111ai     2
and4        1
mux2        1
nand2       1
o21ai       1
o21ba       1
o22a        1
o32a        1
or4         1
[layout make-up]
cell class,instances,area [µm²],share of cell area
clock inverter,67,609,0.0101
timing repair buffer,419,3890,0.0645
multi-input combinational,1612,16200,0.268
inverter,3,11.3,0.000187
clock buffer,172,3550,0.0588
tap,2204,2760,0.0457
sequential,1152,33300,0.552
[through the flow]
| stage | worst slack, ns | cells | hold slack, ns | total power (µW) |
|---|---|---|---|---|
| finish | 2.67 | 5629 | 0.753 | 13700 |
| global route | 2.59 | 5629 | 0.800 | 14200 |
| CTS | 2.66 | 5629 | 0.761 | 13900 |
| detailed placement | 2.67 | 5390 | 0.747 | 7990 |
| global placement | 2.60 | 5390 | 0.745 | 7990 |
| floorplan | 3.82 | 3041 | 0.691 | 7460 |
[logic make-up after synthesis]
logic type,Yosys count,share of synthesized area
compound gates,448,0.0634
buf+inv,277,0.0308
simple gates,335,0.0360
flops,1152,0.658
mux,829,0.212
[worst min path at each step]
stage,to,slack [ns],depth (start not counted)
CTS,id_ex_pipeline.saidaRead2[16]$_SDFF_PP0_,0.76,4
global route,id_ex_pipeline.saidaRead2[16]$_SDFF_PP0_,0.80,4
finish,id_ex_pipeline.saidaRead2[16]$_SDFF_PP0_,0.75,4
[report_power, final]
part | internal, µW | switching, µW
combinational | 463 | 587
sequential | 6740 | 73.6
clock | 3340 | 2540
[sequential cells by signal (all words and copies together) (netlist names)]
| signal | flops |
|---|---|
| id_ex_pipeline.saidaRead1 | 32 |
| id_ex_pipeline.saidaInstr1 | 4 |
| id_ex_pipeline.saidaNewPC | 32 |
| id_ex_pipeline.saidaExtensor | 12 |
| reg1.regsMem | 1024 |
| id_ex_pipeline.rsOut | 5 |
| id_ex_pipeline.saidaRead2 | 32 |
| id_ex_pipeline.rtOut | 5 |
| id_ex_pipeline.saidaControlBits | 6 |
[routing by layer]
metal	vias to the layer above	routed length, µm	GRT usage
met4	20	5650	0.0559
met3	323	31700	0.176
met1	15000	52300	0.217
met2	2101	73300	0.295
li1	13000	-	-
met5	-	362	0.0178
No activity file was given, so power comes from the tool's default toggle rates.
