[design/flow/design.v]
module EX_MEM(clk,reset,controlBits, addSaida, zeroULA,
				saidaULA, read, saidaMux, saidaControlBits, addResultado, zero, resultadoULA, saidaRead, saidaMux5b);
input clk, reset;
input[31:0] addSaida, saidaULA, read;
input[4:0]controlBits, saidaMux;
input zeroULA;
output reg [4:0] saidaControlBits, saidaMux5b;
output reg [31:0] addResultado, resultadoULA, saidaRead;
output reg zero;
always @(posedge clk or posedge reset)begin
	if (reset) begin
		saidaControlBits <= 0;
		addResultado <= 0;
		resultadoULA <= 0;
		saidaRead <= 0;
		saidaMux5b <= 0;
		zero <= 0;
	end
	else begin
		saidaControlBits <= controlBits;
		addResultado <= addSaida;
		resultadoULA <= saidaULA;
		saidaRead <= read;
		saidaMux5b <= saidaMux;
		zero <= zeroULA;
	end
end
endmodule
[design/flow/run.sh]
#!/bin/bash
# OpenROAD 26Q1-2900-gdf79404cd8, Yosys 0.63+post, stock flow scripts
make -C /OpenROAD-flow-scripts/flow DESIGN_CONFIG=/design/flow/config.mk WORK_HOME=/design/flow/orfs finish
[design/flow/config.mk]
export PLATFORM = sky130hd
export DESIGN_NAME = EX_MEM
export DESIGN_NICKNAME = EX_MEM
export VERILOG_FILES = /design/flow/design.v
export SDC_FILE = /design/flow/constraint.sdc
export NUM_CORES = 4
export LEC_CHECK = 1
export CORE_AREA = 10 10 146 146
export DIE_AREA = 0 0 156 156
[design/flow/constraint.sdc]
current_design EX_MEM

set clk_period 1.0
set clk_io_pct 0.2

create_clock -name clk0 -period $clk_period [get_ports {clk}]

set non_clock_inputs [all_inputs -no_clocks]
set_input_delay [expr $clk_period * $clk_io_pct] -clock clk0 $non_clock_inputs
set_output_delay [expr $clk_period * $clk_io_pct] -clock clk0 [all_outputs]
==> results.toml <==
# implementation run metrics
[run_status]
violations = "negative setup slack"
outcome = "complete, but fails checks"

[sta]
hold_violations = 0
relSlewSlack_pct = 82.6
worst_pin_slew_ns = 0.261
fmax_mhz = 936
drv_slew = 0
rsz0062_at_grt = "yes"
setup-violations-final = 107
worst_slack_ns = -0.0679
min_period_over_period_pct = 107
setup_tns_ns = -2.30
finalCriticalPeriod_ns = 1.07
whs_ns = 0.278

[worst_hold_path]
whs_endpoint = "resultadoULA[22]$_DFF_PP0_"
hold_start = "saidaULA[22]"
min_path_type = "in -> reg"
hold_depth = 1

[synth]
edf_count = 0
common_cells = "dfrtp_1 (107), inv_1 (1)"
yosysTopAreaCell = "dfrtp_1"
most_common_cell = "dfrtp_1"
ys_chip_area_mm2 = 0.00268
avgSynthCellArea_um2 = 24.8
ys_top_cells_by_area = "dfrtp_1 (100%), inv_1 (0.14%)"
ys_cells = 108
yosysWarnings = 1
synthArstFlopShare_pct = 100
synth_flops = 107
synth_top_area_share_pct = 99.9
ys_seq_share_pct = 99.9
ys_types = 2
ff_type = "dfrtp_1"
syn_area_mm2 = 0.00268
synthCells = 108

[setup_path]
startpoint_type = "register"
cpPeakStageDelay_ns = 0.39
crit_required_ns = 0.80
path_delay_family = "flip-flops"
crit_fanout = 1
worstPathArrival_ns = 0.87
worst-setup-path-type = "reg -> out"
cp_cell_sequence = "buf_2"
crit_buf_inv = 1
cp-end-kind = "output port"
cp_slowest_cell = "dfrtp_1"

[route]
vias = 1799
drt-wirelength-per-cell_um = 16.5
ant_nets = 0
wirelength_um = 9470
drt_first_pass_iters = 4
viasPerCell = 3.13
drc = 0
drt_iter0_markers = 53

[run]
tool_warnings = 28
maxCapViolations = 0

[floorplanning]
die_w_um = 156
num_rows = 49
core_mm2 = 0.0181
die-area_mm2 = 0.0243
die_h_um = 156
initial_core_util_pct = 14.8
io_pins = 216

[global_routing]
track_usage_pct = 7.64
grt_max_degree = 47
grt_pass1_vias = 2075
antenna_found_initial = 2
grt_pass1_wl_um = 14100
overflow = 0

[clock_tree]
clk_pin_slew_worst_paths_ns = 0.08
cts_buffers = 9
root_buffer = "clkbuf_16"
cts_tree = "done"
hold_buffers = 0
clock-sinks = 107
clockBufferDepth = 2
htreeDepth = 3

[finish]
logic_area_um2 = 0
regArea_mm2 = 0.00268
area_delta_synth_final_pct = 84.8
drive_gt1_share_pct = 37.5
comb_cells = 0
fill_cells = 1826
finalInstanceArea_mm2 = 0.00495
stdcell_count = 574

[placed_design]
placed_cell_area_mm2 = 0.00517
dpl.hpwl_um = 7780
gp_congestion = 0.830
numPortBuffers = 215
dp_cells = 557

[pwr]
pwr_density_cell_mw_per_mm2 = 1800
vdd_drop_max_uv = 774
total_power_mw = 8.92
p_leak_nw = 2.27
-- sequential cells by signal, indices dropped and copies added (netlist names) --
signal	cells
saidaControlBits	5
zero	1
saidaRead	32
saidaMux5b	5
addResultado	32
resultadoULA	32
-- per-layer routing --
metal | GRT usage (%) | part of all wire (%) | vias to the layer above
li1 | - | - | 796
met1 | 8.89 | 36 | 871
met2 | 12.3 | 48 | 119
met3 | 4.39 | 14 | 11
met4 | 1.21 | 1.7 | 2
met5 | 0 | 0.14 | -
-- layout by cell type (no fill, tap or decap) --
master	synthesis	layout
clkinvlp_4	0	1
clkbuf_16	0	9
clkinv_8	0	2
buf_2	0	107
diode_2	0	1
inv_8	0	2
dfrtp_1	107	107
clkdlybuf4s50_1	0	108
buf_4	0	4
inv_6	0	1
clkinv_4	0	1
buf_12	0	1
inv_12	0	1
-- power breakdown --
part           switching [mW]  internal, mW
sequential             0.0471          4.54
clock                    1.79          1.82
combinational           0.205         0.522
total                    2.04          6.87
-- metrics by stage --
step,utilization (%),worst slack (ns)
4_1_cts,27.4,-0.117
2_1_floorplan,-,-0.488
6_report,27.4,-0.0679
5_1_grt,27.4,-0.128
3_5_place_dp,28.6,-0.0534
3_3_place_gp,28.6,-0.0563
-- logic make-up (layout without fill, tap and decap cells) --
family / Yosys count / in the layout / synth area share [%]
DFF: 107 / 107 / 99.9
buffers and inverters: 1 / 237 / 0.140
other: 0 / 1 / 0
-- cell type report --
type | instances | share of cell area (%)
diodes | 1 | 0.0505
well taps | 229 | 5.78
clock buffers | 9 | 4.55
inverters | 1 | 0.152
flip-flops and latches | 107 | 54.0
clock inverters | 7 | 1.79
repair buffers | 220 | 33.6
-- repair_timing --
action                     4_1_cts  5_1_grt
setup buffers                    0        0
setup endpoints to repair      107      107
gates resized                  335        0
pin swaps                        0        0
-- how the worst max path moves through the flow --
stage	depth (start not counted)	slack, ns	start	end
final	1	-0.07	addResultado[2]$_DFF_PP0_	addResultado[2]
after global routing	1	-0.13	addResultado[2]$_DFF_PP0_	addResultado[2]
after CTS	1	-0.12	addResultado[2]$_DFF_PP0_	addResultado[2]
Power is estimated from default activity; no workload was simulated.
