[flow/design.v]
module ALU (entradaA, entradaB, ULAcontrol, zero, saida);
    input wire [3:0] ULAcontrol;
    input wire [31:0] entradaA,entradaB;
    output reg [31:0] saida;
    output reg zero;
    always @(ULAcontrol,entradaA,entradaB) begin
        case (ULAcontrol)
        0: saida <= entradaA & entradaB;  
        1: saida <= entradaA | entradaB;  
        2: saida <= entradaA + entradaB;  
        6: saida <= entradaA - entradaB;  
        7: saida <= entradaA < entradaB ? 1 : 0;  
        12: saida <= ~(entradaA | entradaB);  
        default: saida <= 0;
        endcase
    end
    always @(saida) begin
		if (saida == 0)
			zero <= 1;
		else
			zero <= 0;
	end	
endmodule
[flow/run.sh]
#!/bin/bash
# OpenROAD 26Q1-2900-gdf79404cd8, Yosys 0.63+post, stock flow scripts
make -C /OpenROAD-flow-scripts/flow DESIGN_CONFIG=/design/flow/config.mk WORK_HOME=/design/flow/orfs finish
[flow/config.mk]
export PLATFORM = sky130hd
export DESIGN_NAME = ALU
export DESIGN_NICKNAME = ALU
export VERILOG_FILES = /design/flow/design.v
export SDC_FILE = /design/flow/constraint.sdc
export NUM_CORES = 4
export LEC_CHECK = 1
export CORE_UTILIZATION = 40
[flow/constraint.sdc]
current_design ALU

set clk_period 14.6
set clk_io_pct 0.2

create_clock -name clk0 -period $clk_period

set non_clock_inputs [all_inputs -no_clocks]
set_input_delay [expr $clk_period * $clk_io_pct] -clock clk0 $non_clock_inputs
set_output_delay [expr $clk_period * $clk_io_pct] -clock clk0 [all_outputs]
==> ci_impl_report.md <==
### Flow metrics

| Metric | Value |
|---|---|
| Outcome | `finished clean` |
| Seq share, synth | `0%` |
| Fmax | `93.4 MHz` |
| Cell Type Count | `96` |
| CP startpoint kind | `input pin` |
| Max-slew headroom | `29.6%` |
| Flop area | `0 µm²` |
| Dpl hpwl | `19500 µm` |
| Data arrival, critical path | `7780 ps` |
| Fillers | `1602` |
| Drt total wl | `24500 µm` |
| Pwr/cell area | `38.2 mW/mm²` |
| CP max stage delay | `950 ps` |
| Die W | `128 µm` |
| Final Cycle Share | `73.3%` |
| FF+latch count | `0` |
| Worst vdd ir | `0.0197 mV` |
| Slew Limit Fails | `0` |
| Cell family with the largest share of critical-path delay | `simple AND/OR/NAND/NOR gates` |
| Pre-antenna DRT Iters | `5` |
| Setup-failing EPs final | `0` |
| First-pass GRT wire length | `38200 µm` |
| Initial antenna violation count | `0` |
| Global placer's final weighted congestion | `1.05` |
| CLK BUF | `0` |
| Wire per inst | `20.3 µm` |
| Cell repeated most along the worst path | `or4_1` |
| Leak | `3.24 nW` |
| Via count | `7484` |
| Initial DRC Count | `742` |
| Placed cell count | `1207` |
| Die ar. | `0.0163 mm²` |
| Layout cell share with drive strength beyond 1 | `6.02%` |
| Largest net degree at the start of global routing | `30` |
| Worst-Margin Slew | `1040 ps` |
| Post-CTS Resized | `0` |
| P&R area growth vs syn | `17.7%` |
| Vias in the first global route | `6812` |
| Drt drc | `0` |
| Netlist Area Pre-Place | `0.00633 mm²` |
| YS warnings | `1` |
| Minimum clock period | `10700 ps` |
| HP Class | `in2out` |
| Non-filler cells, final | `1207` |
| Tool warnings | `101` |
| # diodes | `0` |
| Syn_area_per_cell | `6.74 µm²` |
| FP Util | `41.3%` |
| RSZ-0062 raised after global routing | `false` |
| I/O Pins | `101` |
| Crit-path cells | `clkdlybuf4s50_1, nor2_1, nand2_1, buf_4, o31a_1, nand3_1, or4_1, or4_1, or4_1, nor4b_2, nor4b_2, clkdlybuf4s50_1` |
| Post-CTS setup buffer count | `0` |
| GRT Total Usage | `30.3%` |
| DRT antenna net count | `0` |
| GRT overflow | `0` |
| Yosys chip area | `0.00633 mm²` |
| CP endpoint kind | `primary output` |
| CP Class | `in2out` |
| Buffers & Inverters on Critical Path | `3` |
| Num rows | `45` |
| CP Data Required Time | `11680 ps` |
| Routed vias/inst | `6.20` |
| Final hold violation count | `0` |
| Core ar. | `0.0153 mm²` |
| Ys cells | `940` |
| Worst hold slack | `7140 ps` |
| Crit-path slowest cell | `clkdlybuf4s50_1` |
| Max FO, Critical Path | `21` |
| Post-synthesis cell count | `940` |
| Final setup TNS | `0 ps` |
| Hold Buf Count CTS | `0` |
| Max-cap viol count | `0` |
| Die Y | `128 µm` |
| IO buf count | `101` |
[per-layer routing]
metal / part of all wire [%] / global-route usage [%] / vias to the layer above
met5: 0 / 0 / -
met4: 4.5 / 12.3 / 0
met3: 9.0 / 5.82 / 68
met2: 41 / 43.8 / 390
met1: 45 / 44.0 / 3389
li1: - / - / 3637
[cells in the final DEF (no fill, tap or decap), types with 6 or more instances in the layout]
| master | instances |
|---|---|
| a31oi_1 | 8 |
| a221o_1 | 9 |
| nand3b_1 | 6 |
| a221oi_1 | 18 |
| inv_1 | 96 |
| nor2_1 | 88 |
| o22ai_1 | 8 |
| buf_4 | 11 |
| ha_1 | 101 |
| nand2_1 | 62 |
| o31ai_1 | 9 |
| nand2b_1 | 17 |
| o2111ai_1 | 6 |
| xnor2_1 | 6 |
| a21oi_1 | 85 |
| o211ai_1 | 15 |
| nand4b_1 | 6 |
| a211oi_1 | 18 |
| o21ai_0 | 50 |
| or4_1 | 10 |
| nand3_1 | 15 |
| o21bai_1 | 10 |
| clkdlybuf4s50_1 | 101 |
| nor4_1 | 8 |
| a21o_1 | 19 |
| nand4_1 | 12 |
| nor2b_1 | 13 |
| and2_1 | 10 |
| nor3_1 | 17 |
| a211o_1 | 7 |
| or3_1 | 6 |
| o21a_1 | 9 |
[report_power, final]
group          internal (mW)  switching [mW]  leakage, nW
sequential                 0               0            0
clock                      0               0            0
combinational          0.118           0.167         3.24
[path summary, 6_finish.rpt]
path,start,to,slack (ps),cells after the start
worst max-delay path,ULAcontrol[3],zero,3900,12
worst min-delay path,ULAcontrol[1],saida[13],7140,4
[cell families after synthesis]
group	after synthesis	share of synthesized area, %
AND-OR/OR-AND	361	41.1
XOR/XNOR	8	1.11
adder cells (fa/ha/maj)	103	20.6
buffers and inverters	152	9.82
multiplexers	7	1.15
AND/OR/NAND/NOR	309	26.3
[Yosys cell counts, drive strengths merged, types with 12 or more instances]
cell type,n,area (µm²)
nor3,17,85.1
nand4,12,75.1
a21oi,87,443
a211oi,20,160
inv,96,360
nand3,15,75.1
nor4,14,136
a221oi,19,173
o211ai,15,113
nor2,89,337
clkbuf,33,124
o21ai,57,297
nand2,63,239
ha,101,1260
nand2b,17,106
buf,23,138
a21o,19,143
nor2b,13,81.3
[tightest hold or removal path: stages]
cell	delay (ps)
clkdlybuf4s50_1	450
buf_4	280
o22ai_1	140
clkdlybuf4s50_1	420
[final cells by class]
cell class / count / area (µm²) / area share (%)
tap: 211 / 264 / 3.54
timing repair buffer: 112 / 1090 / 14.7
inverter: 96 / 360 / 4.83
multi-input combinational: 788 / 5740 / 77.0
[stage by stage]
stage	area, µm²	total power, mW	util, %	setup slack, ps
2_1_floorplan	6330	0.178	-	5720
3_3_place_gp	7450	0.280	48.7	3970
3_5_place_dp	7450	0.278	48.7	3970
4_1_cts	7450	0.280	48.7	3940
5_1_grt	7450	0.309	48.7	3660
6_report	7450	0.285	48.7	3900
No activity file was given, so power comes from the tool's default toggle rates.
